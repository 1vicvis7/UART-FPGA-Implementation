**./config.mk**
```make
export PLATFORM = sky130hd
export DESIGN_NAME = main_rx
export DESIGN_NICKNAME = main_rx
export VERILOG_FILES = /design/flow/design.v
export SDC_FILE = /design/flow/constraint.sdc
export NUM_CORES = 4
export LEC_CHECK = 1
export CORE_AREA = 10 10 73 73
export DIE_AREA = 0 0 83 83
```
**./run.sh**
```bash
#!/bin/bash
# OpenROAD 26Q1-2900-gdf79404cd8, Yosys 0.63+post, stock flow scripts
make -C /OpenROAD-flow-scripts/flow DESIGN_CONFIG=/design/flow/config.mk WORK_HOME=/design/flow/orfs finish
```
**./design.v**
```verilog
module main_rx#(parameter N =7,parameter K =4,parameter C =3)(input rst_n,clk,data_in,gnd,output rst_n_led,clk_led,data_in_led,output [K-1:0]data_out,output outsignal,output [C-1:0]c,output [N+1:0]q);
    wire [K-1:0]temp_data_out;
    assign rst_n_led = rst_n;
    assign clk_led = clk;
    assign data_in_led = data_in;
        rx #(N,K,C)rx1(rst_n,clk,data_in,q,outsignal);
        decoding #(N,K,C)f1(q[N:1],c);
        syn #(N,K,C)syn1(outsignal,c,q[N:C+1],temp_data_out);
        Encryption #(K,1)enc1(temp_data_out,data_out);
endmodule
module rx#(parameter N =7,parameter K =4,parameter C =3)(input rst_n,clk,data_in,output reg [N+1:0]q,output reg outsignal);
reg [3:0]count=0;
always @(posedge clk or negedge rst_n)
begin
    if (!rst_n) begin
        q <= 0;
        count <= 0;
        outsignal <= 0;
    end else begin
               q <= {data_in, q[N+1:1]};
        count <= count + 1;
        case(K)
            4: outsignal <= (count == 4'b0111);  
            5: outsignal <= (count == 4'b1001);  
            7: outsignal <= (count == 4'b1011);  
            8: outsignal <= (count == 4'b1100);  
            default: outsignal <= 0;
        endcase
    end
end
endmodule
module decoding#(parameter N =12,parameter K =8,parameter C =4)(input [N-1:0]d,output reg [C-1:0]c);
    always@(*)
        begin
            case(K)
                4:  
                begin
                c[0] = d[6]^d[5]^d[3]^d[0];
                c[1] = d[6]^d[4]^d[3]^d[1];
                c[2] = d[6]^d[5]^d[4]^d[2];
                end
                5:  
                begin
                c[0] = d[8]^d[7]^d[5]^d[4]^d[0];
                c[1] = d[8]^d[6]^d[5]^d[4]^d[1];
                c[2] = d[8]^d[7]^d[6]^d[4]^d[2];
                c[3] = d[8]^d[7]^d[6]^d[5]^d[3];
                end
                7:  
                begin
                c[0] = d[10]^d[9]^d[8]^d[7]^d[4]^d[3];
                c[1] = d[10]^d[9]^d[7]^d[6]^d[5]^d[2];
                c[2] = d[10]^d[8]^d[7]^d[6]^d[1];
                c[3] = d[10]^d[9]^d[8]^d[6]^d[5]^d[4]^d[0];
                end
                8:  
                begin
                c[0] = d[0]^d[4]^d[5]^d[7]^d[8]^d[10]^d[11];
                c[1] = d[1]^d[4]^d[5]^d[6]^d[8]^d[9]^d[11];
                c[2] = d[4]^d[2]^d[8]^d[9]^d[10];
                c[3] = d[3]^d[4]^d[5]^d[6]^d[7];
                end
            endcase
        end
endmodule
module syn#(parameter N =12,parameter K =8,parameter C =4)(input outsignal,input [C-1:0]c,input [K-1:0]d,output reg [K-1:0]data_out);
    always@(outsignal, c)
    begin
        data_out = d[K-1:0];
        case(K)
            4:  
                begin
                case(c)
                3'b111: data_out[3] = d[3]^1;
                3'b101: data_out[2] = d[2]^1;
                3'b110: data_out[1] = d[1]^1;
                3'b011: data_out[0] = d[0]^1;
                endcase
                end
            5:  
                begin
                case(c)
                4'b1111: data_out[4] = d[4]^1;
                4'b1101: data_out[3] = d[3]^1;
                4'b1110: data_out[2] = d[2]^1;
                4'b1011: data_out[1] = d[1]^1;
                4'b0111: data_out[0] = d[0]^1;
                endcase
                end
            7:  
                begin
                case(c)
                4'b1111: data_out[6] = d[6]^1;
                4'b1101: data_out[5] = d[5]^1;
                4'b1011: data_out[4] = d[4]^1;
                4'b1110: data_out[3] = d[3]^1;
                4'b0111: data_out[2] = d[2]^1;
                4'b0101: data_out[1] = d[1]^1;
                4'b1001: data_out[0] = d[0]^1;
                endcase
                end
            8:  
                begin
                case(c)
                4'b0011: data_out[7] = d[7]^1;
                4'b0101: data_out[6] = d[6]^1;
                4'b0110: data_out[5] = d[5]^1;
                4'b0111: data_out[4] = d[4]^1;
                4'b1001: data_out[3] = d[3]^1;
                4'b1010: data_out[2] = d[2]^1;
                4'b1011: data_out[1] = d[1]^1;
                4'b1111: data_out[0] = d[0]^1;
                endcase
                end
        endcase
    end
endmodule
module Encryption#(parameter K=4,parameter OpFun=4)(input [K-1:0]data,output reg [K-1:0]encrypted_data);
    always@(*)
        begin
        case(OpFun)
            1:  
            encrypted_data = ~data;
            2:  
            encrypted_data = {data[K-2:0],data[K-1]};
            3:  
            encrypted_data = {data[0],data[K-1:1]};
            4:  
            encrypted_data = {~data[0],~data[K-1:1]};
        endcase
    end
endmodule
```
**./constraint.sdc**
```tcl
current_design main_rx

set clk_period 1.9
set clk_io_pct 0.2

create_clock -name clk0 -period $clk_period [get_ports {clk}]

set non_clock_inputs [all_inputs -no_clocks]
set_input_delay [expr $clk_period * $clk_io_pct] -clock clk0 $non_clock_inputs
set_output_delay [expr $clk_period * $clk_io_pct] -clock clk0 [all_outputs]
```
==> results_slide.txt <==
Flow Results at a Glance

GRT
  – Largest net degree at the start of global routing: 15
  – Antenna violations before repair: 0
  – Overflow after GRT: 0
  – Overall routing resource usage: 5.68%
  – GRT met1 Usage: 7.63%
  – M2 GR Usage: 7.47%
  – M3 GR Usage: 3.35%
  – Top Usage Layer GRT: met1
  – Global-route wire length before repair: 3.43 mm
  – Vias in the first global route: 759

Power
  – Net Sw Power: 259 uW
  – Combinational Power Share: 30.4%
  – Sw frac: 24.4%
  – PwrDens: 754 nW/um^2
  – Internal power: 800 uW
  – Total Power: 1.06 mW
  – Leakage: 0.627 nW
  – Clock share of power: 39.1%
  – Sequential power share: 30.5%
  – Worst vdd ir: 434 uV

Run
  – Max-cap check violation count: 0
  – Tool warnings: 29

STA
  – Max-slew violations: 0
  – Setup violators final: 7
  – Hold Vio Cnt, Final: 0
  – Final period utilization: 119%
  – Top achievable clock speed: 0.442 GHz
  – Max-slew headroom: 76.6%
  – RSZ-0062 raised after global routing: yes
  – Tmin final: 2.26 ns
  – Measured slew at the worst slew-check pin: 0.348 ns
  – Final worst slack: -0.362 ns
  – Setup Skew: 0.00357 ns
  – Hold Slack: 0.383 ns

Synth
  – Yosys reg bits: 14
  – Number of library cell types mapped by synthesis: 27
  – Area of the mapped netlist: 723 um^2
  – Yosys cell count: 63
  – Synthesized area per cell: 11.5 um^2
  – Yosys warnings: 4
  – Yosys Chip Area: 723 um^2
  – Cells after synthesis: 63
  – Synth Seq Share: 48.4%

Layout
  – Gate Area: 437 um^2
  – Area Overhead vs Synth: 94.1%
  – Sequential cell area: 355 um^2
  – Filler Cell Count: 378
  – Share of cells above drive strength 1: 57.0%
  – Final Util: 37.5%

Worst setup path
  – Worst reg-to-reg setup slack: 0.96 ns
  – Kind of critical path: flip-flop to primary output
  – Most frequent CP cell: xor2_2
  – Critical path buffers and inverters: 2
  – Worst Path Arrival: 1.88 ns
  – CP top delay family: flip-flops
  – Crit path DRT: 1.52 ns
  – CP Launch Type: flip-flop
  – CP Capture Type: primary output
  – Crit path max fanout: 4
  – Worst-path cell with the longest stage delay: dfrtp_2
  – Critical Path Max Stage Delay: 0.46 ns
  – Crit-path cells: xor2_2 > xor2_2 > buf_4 > o221ai_2 > a211oi_2 > buf_2

Floorplan
  – Top-Level Pins: 24
  – Core area: 3740 um^2
  – FP Util: 19.3%
  – Die area: 6890 um^2
  – Die span in x: 83 um
  – Core Rows: 22
  – Die H: 83 um

Routing
  – Router iterations before antenna repair: 4
  – Drc violations: 0
  – Number of diodes: 0
  – Vias/cell: 4.22
  – Detail Route Antenna Nets: 0
  – Drt wl/cell: 12.8 um
  – Detailed Route Iter0 Violations: 12
  – DR vias: 684
  – Routed WL: 2.07 mm

Placement
  – Placer Congestion: 0.768
  – Input/output buffers: 22
  – Detailed-placement wirelength estimate: 1.32 mm

Clocking
  – CTS tree: done
  – Clock latency on the worst-skew pair: 0.34 ns
  – Clock transition at path regs: 0.05 ns

Hold path
  – Worst hold-check path type: flip-flop to flip-flop

Status
  – Failing checks: negative setup slack
  – Outcome: complete, but fails checks
==> synth_stat cells (all sizes together) <==
library cell	number	area [um^2]
a211o	2	18.8
a211oi	2	15.0
a21oi	2	10.0
and2	1	6.26
and3b	1	8.76
buf	6	46.3
dfrtp	14	350
ha	1	12.5
inv	3	11.3
nand2b	1	6.26
nand3	5	25.0
nor2	2	7.51
nor3	1	5.00
nor4	3	18.8
o211a	1	10.0
o211ai	3	22.5
o221ai	2	17.5
or2b	2	15.0
or3	1	6.26
xnor2	5	51.3
xor2	5	58.8
==> power by group through the flow <==
stage | combinational [mW] | clock [mW] | sequential, mW
finish | 0.322 | 0.414 | 0.323
CTS | 0.304 | 0.424 | 0.323
global route | 0.353 | 0.460 | 0.324
==> area by class of cell <==
cell class              instances  area share [%]
multi-input cells              40            31.1
clock buffers                   7            6.51
flip-flops and latches         14            25.3
repair buffers                 50            32.0
well taps                      48            4.28
inverters                       3           0.802
==> layout by cell type, fill, tap and decap left out, types with 2 or more instances in the layout <==
| cell type | netlist | routed |
|---|---|---|
| buf_2 | 1 | 6 |
| xnor2_4 | 0 | 3 |
| o211ai_1 | 3 | 3 |
| or2b_1 | 2 | 2 |
| inv_1 | 2 | 2 |
| buf_4 | 4 | 20 |
| xor2_1 | 3 | 2 |
| clkdlybuf4s50_1 | 0 | 13 |
| nand3_1 | 5 | 5 |
| clkbuf_8 | 0 | 6 |
| dlygate4sd2_1 | 0 | 2 |
| dfrtp_2 | 0 | 4 |
| xor2_2 | 2 | 3 |
| dfrtp_1 | 14 | 10 |
| a211oi_2 | 0 | 2 |
| buf_12 | 0 | 2 |
| buf_6 | 1 | 8 |
| o221ai_2 | 0 | 2 |
==> kinds of logic after synthesis <==
kind of cell,after synthesis,share of synthesized area [%]
AND-OR/OR-AND,12,13.0
XOR/XNOR,10,15.2
adder cells (fa/ha/maj),1,1.73
buffers and inverters,9,7.96
flip-flops,14,48.4
AND/OR/NAND/NOR,17,13.7
==> sequential cells by signal (all words and copies together) (netlist names) <==
signal,cells
rx1.q,9
rx1.count,4
rx1.outsignal,1
==> path summary, 6_finish.rpt <==
check | end | from | cells past startpoint
max in group asynchronous | rx1.q[5] | rst_n | 2
worst max-delay path | data_out[3] | rx1.q[7] | 6
worst min-delay path | rx1.q[7] | rx1.q[8] | 0
worst min register to register | rx1.q[7] | rx1.q[8] | 0
worst max register to register | rx1.outsignal | rx1.count[0] | 2
min in group asynchronous | rx1.q[2] | rst_n | 2
==> per-stage QoR <==
stage,std cells,area [um^2],setup WS (ns),setup TNS (ns)
3_5_place_dp,145,1090,-0.411,-1.91
4_1_cts,161,1360,-0.324,-1.22
2_1_floorplan,63,723,0.221,0
5_1_grt,162,1400,-0.461,-2.10
3_3_place_gp,145,1090,-0.386,-1.77
6_report,162,1400,-0.362,-1.37
==> worst register-to-register path, cell delays in order (launching register included) <==
cell and delay, ns:
dfrtp_1 0.40, ha_1 0.24, and3b_1 0.19
==> routing by layer <==
layer / share of wire (%) / up-vias
met5: 0 / -
met4: 1.7 / 0
met3: 10 / 6
met2: 42 / 20
met1: 46 / 333
li1: - / 325
==> what timing repair did <==
item	CTS	global route
resized	46	7
endpoints found under the setup margin	8	9
setup buffers	10	2
pin swaps	17	12
hold endpoints to repair	0	0
hold buffers	0	0
Power is estimated from default activity; no workload was simulated.
